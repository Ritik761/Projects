$ cat design.v
class transaction; 
    parameter DATA_WIDTH = 8;
    parameter ADDR_WIDTH = 4;
  rand bit wr_en;
  rand bit rd_en;
  rand bit [DATA_WIDTH-1:0]data_in;
  bit [DATA_WIDTH-1:0]data_out;  
  bit full;
  bit empty;
  function display (string name);
    $display ("---%s---",name);
    $display ("wr_en=%0b | rd_en=%0b | data_in=%0d | data_out=%0d | full=%0b | empty=%0b",wr_en,rd_en,data_in,data_out,full,empty);
    $display ("....................");
  endfunction
endclass
class generator;
  transaction trans;
  mailbox gen2drv; 
  function new (mailbox gen2drv);
    this.gen2drv = gen2drv;
  endfunction
  task main();
    repeat (50)
      begin
        trans=new(); 
        trans.randomize();
        trans.display("Generator class signal");
        gen2drv.put(trans); 
        #1;
      end
  endtask
endclass
class driver;
  virtual intf vif;          
  mailbox gen2drv;           
  function new (virtual intf vif, mailbox gen2drv);
    this.vif = vif;
    this.gen2drv = gen2drv;
  endfunction
  task main();
    transaction trans;
    repeat (50) begin
      gen2drv.get(trans);        
      trans.display("Driver class signals");
if (trans.wr_en) begin
      @(posedge vif.wr_clk);  
     vif.data_in <= trans.data_in;
    vif.wr_en   <= 1;
      @(posedge vif.wr_clk);  
    vif.wr_en   <= 0;
     end
      if (trans.rd_en && !trans.empty) begin
        @(posedge vif.rd_clk);
  vif.rd_en <= 1;
        @(posedge vif.rd_clk); 
  vif.rd_en <= 0;
end
  end
  endtask
endclass
class monitor;
  virtual intf vif;
  mailbox mon2scb;
  function new(virtual intf vif, mailbox mon2scb);
    this.vif = vif;
    this.mon2scb = mon2scb;
  endfunction
  task monitor_write();
    forever begin
      @(posedge vif.wr_clk);
      if (vif.wr_en && !vif.full) begin
        transaction trans = new();
        trans.wr_en   = vif.wr_en;
        trans.data_in = vif.data_in;
        trans.full    = vif.full;
        mon2scb.put(trans);   
        trans.display("monitor: WRITE");
      end
    end
  endtask
  task monitor_read();
    forever begin
      @(posedge vif.rd_clk);
      if (vif.rd_en && !vif.empty) begin
        transaction trans = new();
        trans.rd_en    = vif.rd_en;
        trans.empty    = vif.empty;
        trans.data_out = vif.data_out;
        mon2scb.put(trans);   
        trans.display("monitor: READ");
      end
    end
  endtask
  task main();
    fork
      monitor_write();
      monitor_read();
    join
  endtask
endclass
class scoreboard;
  bit [7:0] model_fifo[$];  
  mailbox mon2scb;  
  virtual intf vif;
  function new(virtual intf vif,mailbox mon2scb);
    this.vif = vif;
    this.mon2scb = mon2scb;
  endfunction
  task main();
    transaction trans;
    repeat (50) begin
      mon2scb.get(trans);  
      trans.display("scoreboard signals");
      if (trans.wr_en && !trans.full) begin 
       model_fifo.push_front(trans.data_in);
      end 
      if (trans.rd_en && !trans.empty) begin
      bit [7:0] expected_data = model_fifo.pop_back(); 
        if (trans.data_out == expected_data) begin
           $display("****** PASS: Correct Data Read ******");
            $display("Expected = %0d, Got = %0d", expected_data, trans.data_out);
          end else begin
            $display("Expected = %0d, Got = %0d", expected_data, trans.data_out);
            $display("!!!! FAIL: Mismatch !!!!");
          end
        end
      $display("/////////////// Transaction Done //////////////////");
      $display("");
    end
  endtask
endclass
class environment;
  generator gen;
  driver drv;
  monitor mon;
  scoreboard scb;
  mailbox gen2drv;
  mailbox mon2scb;
  virtual intf vif;
  function new (virtual intf vif);
    this.vif = vif;
    gen2drv = new();
    mon2scb = new();
    gen = new(gen2drv);
    drv = new(vif, gen2drv);
    mon = new(vif, mon2scb);
    scb = new(vif,mon2scb);
  endfunction
  task test_run();
    fork  
      gen.main();
      drv.main();
      mon.main();
      scb.main();
    join 
  endtask
endclass
interface intf #(DATA_WIDTH = 8); 
  logic wr_clk;
  logic rd_clk;
  logic rst;          
  logic wr_en;
  logic rd_en;
  logic [DATA_WIDTH-1:0] data_in;
  logic [DATA_WIDTH-1:0] data_out;
  logic full;
  logic empty;
  clocking cb_wr @(posedge wr_clk);
    output wr_en, data_in;  
    input  full;             
  endclocking
  clocking cb_rd @(posedge rd_clk);
    output rd_en;            
    input  data_out, empty;  
  endclocking
  modport DRV (
    input  wr_clk, rd_clk,   
    output rst,              
    clocking cb_wr,
    clocking cb_rd
  );
  modport DUT (
    input  wr_clk, rd_clk, rst, wr_en, rd_en, data_in,
    output data_out, full, empty
  );
endinterface
`timescale 1ns / 1ps
module sync_fifo #(parameter Depth=8, Width=16)
(
    input clk, reset, w_enb, r_enb, 				
    input [Width-1:0] din, 				
    output reg [Width-1:0] dout, 				
    output empty, full 				
);
  reg [$clog2(Depth)-1:0] wptr;  
  reg [$clog2(Depth)-1:0] rptr;  
  reg [Width-1:0] fifo[0:Depth-1]; 
  reg [$clog2(Depth):0] count;  
always @ (posedge clk or posedge reset) begin
    if (reset) begin
      dout <= 0;
      wptr <= 0;
      rptr <= 0;
      count <= 0;
    end else begin
      if (w_enb && !full) begin
        fifo[wptr] <= din;
        wptr <= (wptr + 1) % Depth;
      end
      if (r_enb && !empty) begin
        dout <= fifo[rptr];
        rptr <= (rptr + 1) % Depth;
      end
    end
  end
  always @ (posedge clk or posedge reset) begin
    if (reset) begin
      count <= 0;
    end else begin
      case ({w_enb && !full, r_enb && !empty})
        2'b10: count <= count + 1;                                 
        2'b01: count <= count - 1;                                 
        2'b11: count <= count;                                     
        default: count <= count;                                   
      endcase
    end
  end
  assign full = (count == Depth);       
  assign empty = (count == 0);          
endmodule 
$ cat run.sh
#!/bin/bash
# OpenROAD 26Q1-2900-gdf79404cd8, Yosys 0.63+post, stock flow scripts
make -C /OpenROAD-flow-scripts/flow DESIGN_CONFIG=/design/flow/config.mk WORK_HOME=/design/flow/orfs finish
$ cat config.mk
export PLATFORM = sky130hd
export DESIGN_NAME = sync_fifo
export DESIGN_NICKNAME = sync_fifo
export VERILOG_FILES = /design/flow/design.v
export SDC_FILE = /design/flow/constraint.sdc
export NUM_CORES = 4
export LEC_CHECK = 1
export CORE_UTILIZATION = 30
export SYNTH_HDL_FRONTEND = slang
$ cat constraint.sdc
current_design sync_fifo

set clk_period 8.7
set clk_io_pct 0.2

create_clock -name clk0 -period $clk_period [get_ports {clk}]

set non_clock_inputs [all_inputs -no_clocks]
set_input_delay [expr $clk_period * $clk_io_pct] -clock clk0 $non_clock_inputs
set_output_delay [expr $clk_period * $clk_io_pct] -clock clk0 [all_outputs]
==> results.toml <==
# yosys + openroad results
[setup_path]
worstPathArrival_ps = 4240
cpMaxStageDelayCell = "clkdlybuf4s50_1"
crit_type = "input pin to flip-flop"
required_ps = 8990
crit_path_frequent_cell = "ha_1"
crit_path_start_kind = "input pin"
crit_path_cell_trace = "clkdlybuf4s50_1 -> o41ai_4 -> buf_4 -> inv_2 -> ha_1 -> ha_1 -> a21o_1 -> a2111oi_0 -> nand4b_1 -> nand3_1"
path_max_fanout = 35
max_stage_delay_ps = 450
end_kind = "flip-flop"

[final_timing]
final_hold_viol_count = 0
relSlewSlack_pct = 44.0
fin_ws_ps = 4750
rsz0062_at_grt = "no"
setup_violations = 0
holdWs_ps = 486
fmax_ghz = 0.253
min_period_ps = 3950
worst_pin_slew_ps = 838
setup_tns_ps = 0
drv_slew = 0
fin_crit_sh_pct = 45.4
fin_skew_ps = 8.49

[placement]
dp.final_hpwl_mm = 6.72
place_congestion = 0.754
pre_cts_slack_ps = 4370
dpl.cell_count = 663
dpl_cell_area_um2 = 6830
port_buffers = 37

[finish]
mi_logic_area_um2 = 1490
fill_cells = 1793
seq_area_um2 = 4500
area_delta_synth_final_pct = 20.5
stdcell_count = 695
stdcell_area_um2 = 7390
drive_above_1_share_pct = 17.0

[drt]
drc = 0
drt_iter0_markers = 119
routed_wl_mm = 11.7
num_vias = 3218
routedWlPerCell_um = 16.9
antenna-diode-count = 0
dr.pass1.iters = 4
routed_via_density = 4.63
ant_nets = 0

[global_routing]
antenna_found_initial = 0
grt_use_total_pct = 12.3
grt_first_pass_wirelength_mm = 18.6
grt_max_degree = 36
grt_remaining_overflow = 0
grt_pass1_vias = 3440

[cts]
clkTransAtPathRegs_ps = 60
cts_max_level = 4
root_buffer = "clkbuf_16"
cts_sinks = 154
clock_latency_ps = 410
cts_resized = 0
hold_buffers = 0
cts_setup_buffers = 0
clockBufferDepth = 2
cts_made_buffers = 17
cts_tree = "built"

[job]
cap_violations = 0
warnings = 25

[synthesis]
ys.flops = 154
largest_area_cell = "edfxtp_1"
avgSynthCellArea_um2 = 16.9
synthDistinctLibCells = 37
synthCells = 363
ys_cells = 363
yosys-top-cells-area = "edfxtp_1, dfrtp_1, mux2i_1"
async_reset_ff_share_pct = 16.9
synth.top_cell.area_share_pct = 62.6
ys_chip_area_um2 = 6140
edf_count = 128
synth_warnings = 0
synth-seq-area-share_pct = 73.2
yosysMostFrequentCell = "edfxtp_1"
synth-main-ff-cell = "edfxtp_1"
synth_area_um2 = 6140
common_cells = "edfxtp_1, mux2i_1, nand2_1"

[die]
fp.coreArea_um2 = 19800
dieHeight_um = 145
ios = 38
die_w_um = 145
num_rows = 51
die_area_um2 = 21000
fp-utilization_pct = 31.0

[worst_hold_path]
holdCritPathClass = "flip-flop to flip-flop"

[run_status]
status = "complete, no violations"

[pwr]
ir_drop_v = 0.000130
power.leakage_nw = 2.60
powerDensity_nw_per_um2 = 316
layout by cell type, fill, tap and decap left out, drive strengths merged, types with 2 or more instances in the layout:
master / netlist / routed
nor3: 3 / 3
a221o: 16 / 16
mux2: 32 / 32
inv: 6 / 11
mux2i: 33 / 33
nand3: 3 / 3
edfxtp: 128 / 128
o22ai: 16 / 16
and3: 2 / 2
clkbuf: 4 / 17
dfrtp: 26 / 26
nor4: 2 / 2
ha: 5 / 5
nand2: 31 / 31
xnor2: 5 / 5
clkdlybuf4s50: 0 / 37
nor2: 8 / 8
clkinv: 0 / 7
o21ai: 17 / 17
clkinvlp: 0 / 2
buf: 13 / 15
final cells by class:
| type | count | share of cell area (%) |
|---|---|---|
| clock inverter | 15 | 1.93 |
| tap | 265 | 4.48 |
| multi-input combinational | 186 | 20.2 |
| inverter | 6 | 0.305 |
| timing repair buffer | 52 | 6.53 |
| sequential | 154 | 60.8 |
| clock buffer | 17 | 5.75 |
per-stage QoR:
| step | power, mW | utilization, % |
|---|---|---|
| floorplan | 1.45 | - |
| global placement | 1.65 | 34.5 |
| detailed placement | 1.66 | 34.5 |
| CTS | 2.36 | 37.4 |
| global route | 2.47 | 37.4 |
| finish | 2.33 | 37.4 |
layer usage:
metal	vias up	wire length (um)	global-route usage [%]
met5	-	0	0
met3	6	1510	8.21
met1	1536	4540	15.0
met4	0	93	1.33
met2	154	5600	19.2
li1	1522	-	-
cell families after synthesis:
kind of cell	after synthesis	share of synthesized area, %
flops	154	73.2
mux	65	11.3
compound gates	54	6.60
buf+inv	23	2.73
xor+xnor	6	0.856
simple gates	55	4.00
fa+ha+maj	6	1.35
state kept, by name (all words and copies together) (netlist names):
register and cells:
wptr 3, count 4, rptr 3, dout 16
fifo 128
power breakdown:
group	switching (mW)	internal (mW)
sequential	0.0768	0.911
combinational	0.334	0.323
clock	0.290	0.399
critical path, delay by kind of cell:
kind                     cells  cell delay [ps]
AND-OR/OR-AND                3              700
adder cells (fa/ha/maj)      2              570
buffers and inverters        3              950
AND/OR/NAND/NOR              2              260
path summary, 6_finish.rpt:
kind / startpoint / endpoint / slack, ps / depth (start not counted)
max in group asynchronous: reset / rptr[0] / 6550 / 3
setup reg to reg: count[0] / count[3] / 5760 / 9
hold reg to reg: dout[3] / dout[3] / 490 / 2
setup / recovery: r_enb / count[3] / 4750 / 10
hold / removal: dout[3] / dout[3] / 490 / 2
min in group asynchronous: reset / dout[12] / 1850 / 3
No activity file was given, so power comes from the tool's default toggle rates.
