==> config.mk <==
export PLATFORM = sky130hd
export DESIGN_NAME = uart_rx_top
export DESIGN_NICKNAME = uart_rx_top
export VERILOG_FILES = /design/flow/design.v
export SDC_FILE = /design/flow/constraint.sdc
export NUM_CORES = 4
export LEC_CHECK = 1
export CORE_UTILIZATION = 40
export SYNTH_HDL_FRONTEND = slang
==> design.v <==
class transaction; 
    parameter DATA_WIDTH = 8;
    parameter ADDR_WIDTH = 4;
  rand bit wr_en;
  rand bit rd_en;
  rand bit [DATA_WIDTH-1:0]data_in;
  bit [DATA_WIDTH-1:0]data_out;  
  bit full;
  bit empty;
  function display (string name);
    $display ("---%s---",name);
    $display ("wr_en=%0b | rd_en=%0b | data_in=%0d | data_out=%0d | full=%0b | empty=%0b",wr_en,rd_en,data_in,data_out,full,empty);
    $display ("....................");
  endfunction
endclass
class generator;
  transaction trans;
  mailbox gen2drv; 
  function new (mailbox gen2drv);
    this.gen2drv = gen2drv;
  endfunction
  task main();
    repeat (50)
      begin
        trans=new(); 
        trans.randomize();
        trans.display("Generator class signal");
        gen2drv.put(trans); 
        #1;
      end
  endtask
endclass
class driver;
  virtual intf vif;          
  mailbox gen2drv;           
  function new (virtual intf vif, mailbox gen2drv);
    this.vif = vif;
    this.gen2drv = gen2drv;
  endfunction
  task main();
    transaction trans;
    repeat (50) begin
      gen2drv.get(trans);        
      trans.display("Driver class signals");
if (trans.wr_en) begin
      @(posedge vif.wr_clk);  
     vif.data_in <= trans.data_in;
    vif.wr_en   <= 1;
      @(posedge vif.wr_clk);  
    vif.wr_en   <= 0;
     end
      if (trans.rd_en && !trans.empty) begin
        @(posedge vif.rd_clk);
  vif.rd_en <= 1;
        @(posedge vif.rd_clk); 
  vif.rd_en <= 0;
end
  end
  endtask
endclass
class monitor;
  virtual intf vif;
  mailbox mon2scb;
  function new(virtual intf vif, mailbox mon2scb);
    this.vif = vif;
    this.mon2scb = mon2scb;
  endfunction
  task monitor_write();
    forever begin
      @(posedge vif.wr_clk);
      if (vif.wr_en && !vif.full) begin
        transaction trans = new();
        trans.wr_en   = vif.wr_en;
        trans.data_in = vif.data_in;
        trans.full    = vif.full;
        mon2scb.put(trans);   
        trans.display("monitor: WRITE");
      end
    end
  endtask
  task monitor_read();
    forever begin
      @(posedge vif.rd_clk);
      if (vif.rd_en && !vif.empty) begin
        transaction trans = new();
        trans.rd_en    = vif.rd_en;
        trans.empty    = vif.empty;
        trans.data_out = vif.data_out;
        mon2scb.put(trans);   
        trans.display("monitor: READ");
      end
    end
  endtask
  task main();
    fork
      monitor_write();
      monitor_read();
    join
  endtask
endclass
class scoreboard;
  bit [7:0] model_fifo[$];  
  mailbox mon2scb;  
  virtual intf vif;
  function new(virtual intf vif,mailbox mon2scb);
    this.vif = vif;
    this.mon2scb = mon2scb;
  endfunction
  task main();
    transaction trans;
    repeat (50) begin
      mon2scb.get(trans);  
      trans.display("scoreboard signals");
      if (trans.wr_en && !trans.full) begin 
       model_fifo.push_front(trans.data_in);
      end 
      if (trans.rd_en && !trans.empty) begin
      bit [7:0] expected_data = model_fifo.pop_back(); 
        if (trans.data_out == expected_data) begin
           $display("****** PASS: Correct Data Read ******");
            $display("Expected = %0d, Got = %0d", expected_data, trans.data_out);
          end else begin
            $display("Expected = %0d, Got = %0d", expected_data, trans.data_out);
            $display("!!!! FAIL: Mismatch !!!!");
          end
        end
      $display("/////////////// Transaction Done //////////////////");
      $display("");
    end
  endtask
endclass
class environment;
  generator gen;
  driver drv;
  monitor mon;
  scoreboard scb;
  mailbox gen2drv;
  mailbox mon2scb;
  virtual intf vif;
  function new (virtual intf vif);
    this.vif = vif;
    gen2drv = new();
    mon2scb = new();
    gen = new(gen2drv);
    drv = new(vif, gen2drv);
    mon = new(vif, mon2scb);
    scb = new(vif,mon2scb);
  endfunction
  task test_run();
    fork  
      gen.main();
      drv.main();
      mon.main();
      scb.main();
    join 
  endtask
endclass
interface intf #(DATA_WIDTH = 8); 
  logic wr_clk;
  logic rd_clk;
  logic rst;          
  logic wr_en;
  logic rd_en;
  logic [DATA_WIDTH-1:0] data_in;
  logic [DATA_WIDTH-1:0] data_out;
  logic full;
  logic empty;
  clocking cb_wr @(posedge wr_clk);
    output wr_en, data_in;  
    input  full;             
  endclocking
  clocking cb_rd @(posedge rd_clk);
    output rd_en;            
    input  data_out, empty;  
  endclocking
  modport DRV (
    input  wr_clk, rd_clk,   
    output rst,              
    clocking cb_wr,
    clocking cb_rd
  );
  modport DUT (
    input  wr_clk, rd_clk, rst, wr_en, rd_en, data_in,
    output data_out, full, empty
  );
endinterface
`timescale 1ns / 1ps
module uart_rx_top(
    input clk_50mhz,
    input reset,
    input rx,
    output reg [6:0] seg,        
    output reg [3:0] an          
);
    parameter CLK_FREQ = 50000000;
    parameter BAUD_RATE = 115200;
    parameter OVERSAMPLE = 16;
    localparam TICKS_PER_BIT = CLK_FREQ / (BAUD_RATE * OVERSAMPLE);
    reg [15:0] baud_cnt = 0;
    reg sample_tick = 0;
    reg [7:0] data_out = 0;
    reg data_ready = 0;
    always @(posedge clk_50mhz or posedge reset) begin
        if (reset) begin
            baud_cnt <= 0;
            sample_tick <= 0;
        end else if (baud_cnt == TICKS_PER_BIT - 1) begin
            baud_cnt <= 0;
            sample_tick <= 1;
        end else begin
            baud_cnt <= baud_cnt + 1;
            sample_tick <= 0;
        end
    end
    localparam [1:0] IDLE = 2'b00, START = 2'b01, DATA = 2'b10, STOP = 2'b11;
    reg [1:0] state = IDLE, next_state;
    reg [3:0] tick_reg = 0, tick_next;
    reg [2:0] nbits_reg = 0, nbits_next;
    reg [7:0] data_reg = 0, data_next;
    always @(posedge clk_50mhz or posedge reset) begin
        if (reset) begin
            state <= IDLE;
            tick_reg <= 0;
            nbits_reg <= 0;
            data_reg <= 0;
            data_ready <= 0;
        end else begin
            state <= next_state;
            tick_reg <= tick_next;
            nbits_reg <= nbits_next;
            data_reg <= data_next;
            if (next_state == IDLE && state == STOP) begin
                data_ready <= 1;
                data_out <= data_reg;
            end else begin
                data_ready <= 0;
            end
        end
    end
    always @(*) begin
        next_state = state;
        tick_next = tick_reg;
        nbits_next = nbits_reg;
        data_next = data_reg;
        case (state)
            IDLE: if (~rx) begin next_state = START; tick_next = 0; end
            START: if (sample_tick)
                if (tick_reg == 7) begin next_state = DATA; tick_next = 0; nbits_next = 0; end
                else tick_next = tick_reg + 1;
            DATA: if (sample_tick)
                if (tick_reg == 15) begin
                    tick_next = 0;
                    data_next = {rx, data_reg[7:1]};
                    if (nbits_reg == 7) next_state = STOP;
                    else nbits_next = nbits_reg + 1;
                end else tick_next = tick_reg + 1;
            STOP: if (sample_tick)
                if (tick_reg == 15) begin next_state = IDLE; tick_next = 0; end
                else tick_next = tick_reg + 1;
        endcase
    end
    wire [3:0] nibble = data_out[3:0];
    always @(*) begin
        case (nibble)
            4'h0: seg = ~7'b1111110;
4'h1: seg = ~7'b0110000;
4'h2: seg = ~7'b1101101;
4'h3: seg = ~7'b1111001;
4'h4: seg = ~7'b0110011;
4'h5: seg = ~7'b1011011;
4'h6: seg = ~7'b1011111;
4'h7: seg = ~7'b1110000;
4'h8: seg = ~7'b1111111;
4'h9: seg = ~7'b1111011;
4'hA: seg = ~7'b1110111;
4'hB: seg = ~7'b0011111;
4'hC: seg = ~7'b1001110;
4'hD: seg = ~7'b0111101;
4'hE: seg = ~7'b1001111;
4'hF: seg = ~7'b1000111;
default: seg = ~7'b0000000;  
        endcase
    end
    always @(*) begin
        an = 4'b0001;   
    end
endmodule
==> run.sh <==
#!/bin/bash
# OpenROAD 26Q1-2900-gdf79404cd8, Yosys 0.63+post, stock flow scripts
make -C /OpenROAD-flow-scripts/flow DESIGN_CONFIG=/design/flow/config.mk WORK_HOME=/design/flow/orfs finish
==> constraint.sdc <==
current_design uart_rx_top

set clk_period 3.0
set clk_io_pct 0.2

create_clock -name clk0 -period $clk_period [get_ports {clk_50mhz}]

set non_clock_inputs [all_inputs -no_clocks]
set_input_delay [expr $clk_period * $clk_io_pct] -clock clk0 $non_clock_inputs
set_output_delay [expr $clk_period * $clk_io_pct] -clock clk0 [all_outputs]
==> Slide: Implementation Results <==
Implementation Results

Yosys
  – Yosys stat area: between 2000 and 3000 sq um
  – Dominant flop cell: dfrtp_1
  – Synth area leaders: dfrtp_1, dfxtp_1, ha_1
  – Ys cells: 251
  – Post-synth EDFFs: 4
  – Mapped Cells: 251
  – Async S/R FF share, synth: 0.766
  – Mean Syn Cell Area: 10.0 sq um
  – Synth Seq Share: 0.462
  – Yosys warns: 0
  – Netlist Area Pre-Place: ~2500 sq um
  – Top-area cell share: 0.348
  – Top cells by count: dfrtp_1, nand2_1, nor2_1, nand3_1, o21ai_0
  – Most numerous cell in the Yosys netlist: dfrtp_1
  – Post-synth top area cell: dfrtp_1
  – Distinct cells, synth: 53
  – Post-synthesis sequential element count: around 47

Pwr
  – Leakage: 1.25 nW
  – VDD IR max: 0.231 mV
  – Pwr Density: 400 nW/um^2
  – Total power: between 1 and 1.5 mW

Clocking
  – CTS max path bufs: 2
  – CTS sink cnt: 47
  – CTS Buf Count: 5
  – Worst-Skew Late Latency: 0.30 ns
  – H-tree level count: 2
  – CTS tree: built
  – Clk Tree Root Cell: clkbuf_8
  – Clk slew on worst S/H paths: 0.09 ns

Drt
  – Post-route DRC: 0
  – Initial DRC Count: 88
  – Avg WL per Cell: 12.4 microns
  – WL final: about 4300 microns
  – First drt pass iteration count: 4
  – Final ANT Viol Nets: 0
  – Routed vias/inst: 4.99
  – Antenna diode count: 0
  – Vias: about 1,700

Final timing
  – Hold Violations, Final: 0
  – RSZ-0062 raised after global routing: true
  – Max Fclk: 348 MHz
  – Max transition margin: 0.610
  – Cycle use final: 0.958
  – Min cycle time layout: roughly 2.9 ns
  – Setup violations, final: 0
  – Least-Margin Pin Slew: 0.579 ns
  – Setup_tns: 0 ns
  – Max Slew Vio Count: 0
  – Clock skew: between 0.004 and 0.005 ns

Placed design
  – Hpwl dp: 3020 microns
  – Placed insts: 336
  – IO buf count: 9
  – RD Place Congestion: about 0.9

Setup path
  – CP startpoint kind: primary input
  – Data arrival, critical path: 3.07 ns
  – Worst Path Max Fanout: 4
  – Crit path DRT: 3.20 ns
  – FF-to-FF End: seg[3]
  – Critical path class: primary input to flip-flop
  – Setup crit end kind: flip-flop
  – Reg-to-reg slack, setup: 0.28 ns
  – Worst Reg-to-Reg Cells: 11
  – R2R Path Start: tick_reg[0]

Global route
  – Antenna violations before repair: 0
  – Vias in the first global route: 1,681
  – Largest net degree at the start of global routing: 37
  – First-pass GRT wire length: 7450 microns
  – Total GRT Usage: 0.150
  – Grt total ovfl: 0

Worst hold path
  – HP Start: baud_cnt[15]
  – Hold depth: 1
  – WHS Endpoint: baud_cnt[15]
  – Worst hold path type: flip-flop to flip-flop

Final layout
  – Filler cells: 525
  – Share of layout cells above drive strength 1: 0.141
  – P&R area growth vs syn: 12.1%
  – Layout Utilization: 0.471
  – Max FFs per register: 16
  – Final cell count without fillers: around 340

Floorplanning
  – FP Util: 0.420
  – Die area: about 6600 sq um
  – Die W: 81.3 microns
  – Die H: 81.3 microns
  – IO Count: 14
  – CORE AREA: about 6000 sq um
  – Row count: 28

Flow run
  – Tool warnings: 31
  – Tally of max-capacitance violations: 0

Status
  – Status: complete, no violations
## worst max path at each step
stage,end,from,slack [ns],cells after the start
final,seg[3],rx,0.13,11
after global routing,seg[3],rx,-0.02,11
after CTS,seg[3],rx,0.09,11
## metrics by stage
stage | setup slack (ns) | cell area, sq um | hold slack (ns)
finish | 0.127 | 2820 | 0.478
global route | -0.0185 | 2820 | 0.493
CTS | 0.0942 | 2800 | 0.484
detailed placement | -0.234 | 2710 | 0.471
global placement | -0.166 | 2710 | 0.469
floorplan | 0.0225 | 2520 | 0.423
## cells in the final DEF (no fill, tap or decap), types with 5 or more instances in the layout
cell type / netlist / routed
buf_4: 4 / 14
clkbuf_8: 0 / 5
clkdlybuf4s50_1: 0 / 9
dfrtp_1: 35 / 35
dfxtp_1: 7 / 7
ha_1: 11 / 11
inv_1: 8 / 8
mux2_2: 9 / 9
mux2i_1: 10 / 7
nand2_1: 25 / 25
nand2b_1: 5 / 5
nand3_1: 13 / 13
nor2_1: 22 / 22
nor2b_1: 6 / 6
o21ai_0: 12 / 12
xnor2_1: 9 / 9
xor2_1: 5 / 5
## power breakdown
group	switching [mW]	internal, mW	total (mW)
combinational	0.0308	0.0265	0.0573
sequential	0.0267	0.659	0.685
clock	0.219	0.168	0.386
## area by class of cell
cell class	instances	area, sq um	area share
Timing Repair Buffer	23	195	0.0692
Multi-Input combinational cell	183	1250	0.443
Clock inverter	2	16.3	0.00577
Sequential cell	47	1160	0.412
Tap cell	75	93.8	0.0333
Clock buffer	6	72.6	0.0257
Inverter	8	30.0	0.0107
## cells by family (layout without fill, tap and decap cells)
family | Yosys count | after routing | share of synthesized area
xor+xnor | 14 | 14 | 0.0488
compound gates | 39 | 39 | 0.102
flops | 47 | 47 | 0.462
mux | 20 | 20 | 0.0846
other cells | 2 | 4 | 0.00299
buf+inv | 23 | 39 | 0.0518
simple gates | 95 | 95 | 0.193
fa+ha+maj | 11 | 11 | 0.0548
## worst max-delay path, cell delays in order
cell and delay [ns]:
clkdlybuf4s50_1 0.50, nor2b_1 0.07, or4_4 0.46, nor2_8 0.15, mux2i_4 0.26, inv_1 0.09
ha_1 0.25, and2_1 0.18, o211ai_1 0.17, a22oi_1 0.08, a221o_1 0.26
## timing repair
action	CTS	global route
hold buffers	0	0
setup endpoints to repair	0	2
gates resized	0	4
setup buffers	0	0
endpoints found under the hold margin	0	0
## layer usage
layer,GRT usage,routed length [microns],part of all wire
met4,0.0375,52,0.012
met3,0.0376,149,0.035
met5,0,0,0
met2,0.229,1980,0.46
met1,0.221,2100,0.49
Power is estimated from default activity; no workload was simulated.
